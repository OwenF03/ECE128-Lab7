==> ./design.v <==
`timescale 1ns / 1ps
module BCD_SEG(
    input wire [3:0] BCD, 
    output reg [7:0] s
);
    always @(*) begin
        case(BCD)
            0: s = 8'b0000_0011; 
            1: s = 8'b1001_1111;
            2: s = 8'b0010_0101;
            3: s = 8'b0000_1101;
            4: s = 8'b1001_1001;
            5: s = 8'b0100_1001;
            6: s = 8'b0100_0001;
            7: s = 8'b0001_1111;
            8: s = 8'b0000_0001;
            9: s = 8'b0000_1001;
            default s = 8'b0000_0000;
        endcase
end
endmodule
`timescale 1ns / 1ps
module COUNT_BCD(
    input wire clk,  
    input wire reset, 
    input wire [11:0] count, 
    output reg [15:0] BCD,
    output reg rdy
    );
    parameter IDLE = 0; 
    parameter SHIFT = 1;
    parameter ADD = 2;
    reg [11:0] count_p;  
    reg [3:0] shift_idx;  
    reg [1:0] state;  
    reg [15:0] BCD_temp;  
    always @(posedge clk or posedge reset) begin
        if(reset) begin
            BCD <= 0;
            rdy <= 0; 
            shift_idx <= 0; 
            count_p <= 0; 
            state <= IDLE;
        end
        else begin
            case(state)
                IDLE : begin  
                    if(count_p != count) begin  
                        BCD <= 0;  
                        count_p <= count;  
                        shift_idx <= 0;  
                        state <= SHIFT;  
                    end 
                    else state <= IDLE;  
                    rdy <= 1;  
                end
                SHIFT : begin  
                    BCD <= {BCD[14:0], count_p[11 - shift_idx]};  
                    shift_idx <= shift_idx + 1;  
                    state <= ADD;  
                    rdy <= 0;  
                end
                ADD : begin  
                    if(shift_idx == 12) begin
                        rdy <= 1;     
                        state <= IDLE;   
                    end
                    else begin  
                        BCD <= {(BCD[15:12] >= 5) ? BCD[15:12] + 4'd3 : BCD[15:12], 
                            (BCD[11:8] >= 5) ? BCD[11:8] + 4'd3 : BCD[11:8],
                            (BCD[7:4] >= 5) ? BCD[7:4] + 4'd3 : BCD[7:4],
                            (BCD[3:0] >= 5) ? BCD[3:0] + 4'd3 : BCD[3:0]}; 
                        state <= SHIFT;  
                        rdy <= 0;  
                    end
                end
            endcase             
        end
    end
endmodule
`timescale 1ns / 1ps
module ClockDivider(input wire clock_in, input wire reset, output reg clock_out);
    reg [23:0] counter;
    initial begin
        clock_out <= 1'b0;
        counter <= 0;
    end
    always @(posedge clock_in) begin
        if(reset) begin
            counter <= 0; 
            clock_out <= 0;
        end
        else begin
            if(counter == 24'b111111111111111111111111) begin
                clock_out <= 1;  
                counter <= 0; 
            end else begin
                counter <= counter + 1;
                clock_out <= 0;
            end
        end
    end
endmodule
`timescale 1ns / 1ps
module Counter(
    input wire clk, input wire en, input wire reset, output reg [11:0] count
    );
    initial begin
        count <= 0;
    end
    always @(posedge clk or posedge reset) begin
        if(reset)
            count <= 0;
        else if(en) 
            count <= count + 1;
    end
endmodule
`timescale 1ns / 1ps
module CounterTop( input wire clk, input wire reset, output wire [3:0] an, output wire [7:0] seg);
    wire rdy;
    reg [15:0] latched_BCD;  
    wire clk_dvd;  
    ClockDivider clkdvd(.clock_in(clk), .clock_out(clk_dvd), .reset(reset));
    wire [11:0] count;
    Counter ct(.clk(clk), .en(clk_dvd), .reset(reset), .count(count));  
    wire [15:0] BCD_out; 
    COUNT_BCD converter(.clk(clk), .reset(reset), .count(count), .BCD(BCD_out), .rdy(rdy));
    always @(posedge clk or posedge reset) begin
        if(reset) begin
            latched_BCD <= 0;
        end
        else if(rdy) begin
            latched_BCD <= BCD_out; 
        end
    end
    wire [3:0] md_an; wire [7:0] md_seg; 
    Multi_Driver MD(.clk(clk), .sw(latched_BCD), .an(md_an), .seg(md_seg));
    assign an = md_an;
    assign seg = md_seg;
endmodule
`timescale 1ns / 1ps
`default_nettype none
module Multi_Driver(
    input wire clk, 
    input wire [15:0] sw,
    output reg [3:0] an,
    output reg [7:0] seg
    );
    wire [7:0] segValues [3:0]; 
    genvar i;
    generate 
        for(i = 0; i < 4; i = i + 1) begin
            BCD_SEG x(sw[3 + 4 * i:4 * i], segValues[i]); 
        end
    endgenerate
    parameter DELAY = 4095; 
    reg [11:0] count = 0;  
    always @(posedge clk) begin
        if(count < (DELAY / 4)) begin
            an <= 4'b1110;
            seg <= segValues[0];
        end
        else if (count < (DELAY / 2)) begin
            an <= 4'b1101;
            seg <= segValues[1];
        end
        else if (count < ((3 * DELAY) / 4)) begin
            an <= 4'b1011;
            seg <= segValues[2];
        end
        else begin
            an <= 4'b0111;
            seg <= segValues[3];
        end
        count <= count + 1; 
    end
endmodule
==> ./run.sh <==
#!/bin/bash
# OpenROAD 26Q1-2900-gdf79404cd8, Yosys 0.63+post, stock flow scripts
make -C /OpenROAD-flow-scripts/flow DESIGN_CONFIG=/design/flow/config.mk WORK_HOME=/design/flow/orfs finish
==> ./config.mk <==
export PLATFORM = sky130hd
export DESIGN_NAME = CounterTop
export DESIGN_NICKNAME = CounterTop
export VERILOG_FILES = /design/flow/design.v
export SDC_FILE = /design/flow/constraint.sdc
export NUM_CORES = 4
export LEC_CHECK = 1
export CORE_UTILIZATION = 40
==> ./constraint.sdc <==
current_design CounterTop

set clk_period 6.2
set clk_io_pct 0.2

create_clock -name clk0 -period $clk_period [get_ports {clk}]

set non_clock_inputs [all_inputs -no_clocks]
set_input_delay [expr $clk_period * $clk_io_pct] -clock clk0 $non_clock_inputs
set_output_delay [expr $clk_period * $clk_io_pct] -clock clk0 [all_outputs]
==> flow_summary_export.csv <==
group,metric,value,unit
placement,detailedPlacementHpwl,7910,um
final_timing,worst_hold_slack,0.428,ns
routing,detail_route.wl_per_cell,14.1,um
critical_path,critical_path.max_fanout,59,
clock_network,cts_htree_levels,4,
pwr,leakagePower,2.91,nW
final_timing,setup_clock_skew_after_layout,0.00698,ns
floorplan,fp_util,40.8,%
layout,utilization,46.7,%
layout,num-fill-cells,1280,
floorplan,floorplan.die.width,123,um
yosys,ys_dominant_reg_cell,"dfrtp_1",
routing,firstDrtPassIters,5,
final_timing,hold_viol,0,
routing,drc,0,
final_timing,relative_slew_slack,45.4,%
yosys,common_cells,"63 x dfrtp_1, 57 x nand2_1, 49 x dfxtp_1",
floorplan,num_rows,44,
routing,detail_route.antenna_diodes,0,
yosys,synth_warnings,6,
final_timing,max_slew.worst_pin.slew,0.814,ns
clock_network,clock.latency.late_pin,0.40,ns
global_routing,residual_overflow_from_global_routing,0,
yosys,netlist.top_cell.by_area,"dfrtp_1",
pwr,combinationalPowerShare,0.9,%
worst_hold_path,worstHoldPathType,"reg2reg",
critical_path,criticalPathCategory,"in2reg",
final_timing,rsz0062_at_grt,"false",
final_timing,layout_min_cycle_time,2.55,ns
routing,routed_via_density,5.24,
clock_network,cts-hold-fix-buffers,0,
final_timing,finalCritPeriodShare,41.1,%
final_timing,setup_violations,0,
global_routing,combined_global_route_utilization_of_all_metal_layers,16.9,%
yosys,synth-edff-count,0,
yosys,avg_cell_area_syn,9.64,um^2
layout,post_route_cells_drive_above_1_share,10.2,%
global_routing,grt_pass1_vias,4050,
yosys,synth-seq-cells,113,
pwr,power.switching_fraction,19.2,%
floorplan,placeableCoreArea,0.0145,mm^2
placement,numPortBuffers,13,
final_timing,count_of_pins_over_their_slew_limit,0,
layout,mi_logic_area,0.00309,mm^2
run_status,outcome,"finished clean",
clock_network,clock_sink_count,113,
yosys,async_reset_ff_share,56.6,%
job,maximum_capacitance_violations,0,
final_timing,finalSetupTns,0,ns
clock_network,cell_at_the_root_of_the_clock_tree,"clkbuf_16",
routing,ant_nets,0,
clock_network,clock_tree_from_tritoncts,"yes",
routing,drt-total-wl,11600,um
clock_network,postCtsResizedCells,0,
global_routing,antenna_found_initial,0,
pwr,ir_worst_vdd,0.000178,V
yosys,synth-seq-area-share,43.8,%
yosys,ys_types,57,
yosys,ys_cells,612,
floorplan,io-pin-count,14,
pwr,total_switching_power,326,uW
yosys,post_synthesis_cell_area,0.00590,mm^2
routing,drt_first_iter_violations,356,
clock_network,cts-buffers-inserted,17,
pwr,sequentialPowerShare,43.5,%
floorplan,fp.dieArea,0.0152,mm^2
global_routing,grt_pass1_wl,19900,um
job,count_of_warning_messages_emitted_by_the_tools,46,
yosys,synth_top_area_share,26.7,%
pwr,power_frac_clock,55.5,%
yosys,yosysMostFrequentCell,"dfrtp_1",
yosys,postSynthCellCount,612,
critical_path,setup.worst_path.end_class,"flip-flop",
clock_network,ctsLongestPathBuffers,2,
floorplan,die_height,123,um
global_routing,grt_start_max_net_pins,60,
layout,seqCellArea,0.00258,mm^2
final_timing,fmax,392,MHz
clock_network,post_cts_buffers,0,
pwr,intPower,1.37,mW
critical_path,worst_ep_required_time,6.54,ns
yosys,topCellsByArea,"dfrtp_1 27%, dfxtp_1 17%, ha_1 7.2%",
yosys,yosysChipArea,0.00590,mm^2
critical_path,worst-endpoint-arrival,2.89,ns
layout,layout_overhead_on_the_synthesized_area,14.6,%
critical_path,timing.critical_path.from_type,"primary input",
pwr,total_power_divided_by_cell_area,251,mW/mm^2
routing,vias_post_dr,4298,
clock_network,clk_pin_slew,0.05,ns
placement,routabilityCongestion,0.883,
-- critical path, stage by stage --
cell	delay, ns
clkdlybuf4s50_1	0.52
inv_2	0.21
buf_4	0.61
and3_1	0.25
-- cells by family (layout without fill, tap and decap cells) --
family | count (synthesis) | count (layout) | synth area share (%)
simple gates | 207 | 207 | 17.6
flops | 113 | 113 | 43.8
compound gates | 109 | 109 | 12.0
buf+inv | 58 | 82 | 3.90
xor+xnor | 55 | 55 | 8.16
mux | 36 | 36 | 7.29
fa+ha+maj | 34 | 34 | 7.21
-- area by class of cell --
cell class,count,share of cell area (%)
Timing Repair Buffer,17,2.37
Sequential cell,113,38.2
Clock buffer,26,7.38
Clock inverter,6,1.18
Tap cell,184,3.40
Multi-Input combinational cell,441,45.6
Inverter,33,1.83
-- flip-flops by register name, summed over array words and instances, names as in the netlist, 3 cells and up --
register / count
converter.state: 3
ct.count: 12
MD.seg: 8
latched_BCD: 16
converter.BCD: 16
MD.count: 12
MD.an: 4
converter.count_p: 12
clkdvd.counter: 24
converter.shift_idx: 4
-- placed cells by master, fill, tap and decap left out, types with 7 or more instances in the layout --
cell type        synthesis  routed
o21ai_0                 42      42
xnor2_1                 24      24
and3_1                  12      12
nand3_1                 34      34
a22oi_1                 13      13
inv_1                   33      32
clkbuf_16                0      17
mux2_2                  26      26
nand2_1                 57      57
mux2i_1                  7       7
ha_1                    34      34
nor2_1                  47      47
a21oi_1                 11      11
xor2_1                  31      31
dfxtp_1                 49      49
dfrtp_1                 63      63
nand4_1                 11      11
clkdlybuf4s50_1          0      13
-- per-layer routing --
layer / share of wire, % / track usage (%)
met1: 48 / 25.0
met2: 47 / 25.6
met3: 2.9 / 3.39
met4: 2.6 / 5.42
met5: 0 / 0
-- metrics by stage --
step / cell area, um^2 / worst slack, ns / power (mW) / instances
after floorplan: 5900 / 2.64 / 0.762 / 612
after global placement: 6190 / 3.25 / 0.767 / 788
after detailed placement: 6190 / 3.18 / 0.768 / 788
after CTS: 6770 / 3.60 / 1.72 / 820
after global routing: 6770 / 3.44 / 1.76 / 820
final: 6770 / 3.65 / 1.70 / 820
-- worst paths after layout --
check | end | slack, ns | startpoint | depth (start not counted)
max in group asynchronous | ct.count[4] | 4.01 | reset | 3
worst max register to register | converter.BCD[5] | 3.70 | ct.count[6] | 5
min in group asynchronous | latched_BCD[11] | 1.22 | reset | 2
worst max-delay path | clkdvd.counter[1] | 3.65 | reset | 4
worst min-delay path | MD.count[0] | 0.43 | MD.count[0] | 1
worst min register to register | MD.count[0] | 0.43 | MD.count[0] | 1
-- power groups by stage --
stage	registers (mW)	clock network, mW	logic, mW
CTS	0.738	0.964	0.0167
global route	0.738	1.00	0.0187
finish	0.739	0.942	0.0156
Power figures rest on the tool's default switching activity, not on a simulated workload.
